==> /design/flow/design.v <==
module bresenham(input logic clk, reset,
input logic start,
input logic [10:0] x0, y0, x1, y1,
input logic enable,
output logic plot,
output logic [10:0] x, y,
output logic done
);
logic signed [11:0] dx, dy, err, e2;
logic right, down;
typedef enum logic [3:0] {IDLE, RUN, DONE} state_t;
state_t state;
always_ff @(posedge clk) begin
    done <= 0;
    plot <= 0;
    if (reset) state <= IDLE;
    else case (state)
        IDLE:
        if (start) begin
            dx = x1 - x0;  
            right = dx >= 0;
            if (~right) dx = -dx;
            dy = y1 - y0;
            down = dy >= 0;
            if (down) dy = -dy;
            err = dx + dy;
            x <= x0;
            y <= y0;
            plot <= 1;
            state <= RUN;
        end
        RUN:
            if (x == x1 && y == y1) begin
                done <= 1;
                state <= DONE;
            end else begin
                plot <= 1;
                if (enable) begin
                    e2 = err << 1;
                    if (e2 > dy) begin
                        err += dy;
                        if (right) x <= x + 10'd 1;
                        else x <= x - 10'd 1;
                    end
                    if (e2 < dx) begin
                        err += dx;
                    if (down) y <= y + 10'd 1;
                    else y <= y - 10'd 1;
                end
            end
        end
        DONE: begin 
            state <= DONE;
            done <= 1;
        end 
        default:
            state <= IDLE;
        endcase
    end
endmodule
module reduction_calculator (
    input signed [8:0] image_data,
    input [3:0] weight_data,
    output logic signed [15:0] reduction
);
logic signed [15:0] penalty_before;
logic signed [15:0] penalty_after;
logic signed [15:0] image_data_sext;
assign image_data_sext = { {7{image_data[8]}}, image_data };
logic signed [15:0] image_value_after;
assign image_value_after = image_data_sext - 16'sd150;
assign reduction = penalty_before - penalty_after;
always_comb begin
    if ( image_data < 0 ) begin 
        penalty_before = -image_data_sext>>>1;  
    end 
    else begin 
        penalty_before = image_data_sext;  
    end 
    if ( image_value_after < 0 ) begin 
        penalty_after = -image_value_after>>>1;  
    end 
    else begin 
        penalty_after = image_value_after;  
    end
end
endmodule
module solvers(
    input clk, reset,
    input arm_val,
    input arm_ack,
    input [31:0] arm_data,
    input [31:0] arm_data2,
    input [19:0] image_mem_data,  
    output logic fpga_val,
    output logic fpga_ack,
    output logic [31:0] fpga_data,
    output logic [9:0] image_mem_addr,
    output logic [9:0] which_mem,
    output logic we,
    output logic [19:0] image_mem_writeout,
    output logic [31:0] debug_count
);
logic [8:0] x0, y0;
logic [8:0] x1s [0:39];
logic [8:0] y1s [0:39];
logic [8:0] xs [0:39];
logic [8:0] ys [0:39];
logic [39:0] valids;
logic [39:0] dones;
logic combined_dones;
assign combined_dones = &dones;
logic [39:0] enable_bs;
logic [15:0] total_norms [0:39];
logic signed [15:0] total_reductions [0:39];
logic signed [15:0] reductions [0:39];
logic signed [8:0] image_readouts [0:39];
always_comb begin 
    integer ir;
    for (ir=0;ir<40; ir=ir+1) begin: image_readouts_comb
        if (ys[ir][0]) begin 
            image_readouts[ir] = image_mem_data[8:0];
        end 
        else begin 
            image_readouts[ir] = image_mem_data[17:9];
        end 
    end 
end 
logic br_reset;
genvar i;
generate
    for (i=0; i<40; i=i+1) begin: imageMemGen
        bresenham br(
            .clk(clk),
            .reset(br_reset),
            .start('1),
            .x0(x0),
            .y0(y0),
            .x1(x1s[i]),
            .y1(y1s[i]),
            .enable(enable_bs[i]),
            .x(xs[i]),
            .y(ys[i]),
            .plot(valids[i]),
            .done(dones[i])
        );
    end
endgenerate
genvar j;
generate 
    for (j=0; j<40; j=j+1) begin: reductionGen
        reduction_calculator rc(
            .image_data(image_readouts[j]),
            .weight_data(0),
            .reduction(reductions[j])
        );
    end 
endgenerate
logic [7:0] state;
logic [7:0] read_index;
logic [7:0] read_counter;
logic group_last;
logic group_first;
logic is_last;
logic have_valid;
integer rr, ii, jj, rrr, kk, iii;
assign debug_count[5:0] = state;
assign debug_count[31:24] = read_counter;
logic [10:0] want;
logic [39:0] hit;
logic direction;
logic hit_reduction;
assign hit_reduction = |hit;
always @(posedge clk) begin 
    if (reset) begin 
        debug_count[7] <= '0;
        debug_count[6] <= 0;
        we <= 0;
        which_mem <= 0;
        state <= 0;
        read_index <= 0;
        group_first <= 1;
        want  <= 0;
        hit <= 0;
        fpga_val <= 0;
        fpga_ack <= 0;
        read_counter <= 0;
        for (rr=0; rr<40; rr=rr+1) begin : reset_loop
            total_reductions[rr] <= 0;
            total_norms[rr] <= 0;
            enable_bs[rr] <= 1;
        end
    end 
    else if (state == 0) begin  
        state <= 0;
        if (arm_val) begin 
            state <= 1;
            fpga_ack <= 1;
            group_last <= arm_data[31];
            group_first <= 0;
            if (group_first) begin 
                x0 <= arm_data[8:0];
                y0 <= arm_data[17:9];
            end 
            else begin 
                x1s[read_index] <= arm_data[8:0];
                y1s[read_index] <= arm_data[17:9];
                read_index <= read_index + 1;
            end 
        end
    end 
    else if (state == 1) begin 
        state <= 1;
        if (arm_ack) begin 
            state <= 2;
            fpga_ack <= 0;
        end
    end 
    else if (state == 2) begin 
        state <= 2;
        if (~arm_ack) begin 
            state <= 3;
        end 
    end 
    else if (state == 3) begin 
        if ( group_last ) begin 
            state <= 4;
            br_reset <= 1;
            for (ii=0; ii<40; ii=ii+1) begin
                enable_bs[ii] <= 0;  
            end
        end 
        else begin 
            state <= 0;
        end 
    end 
    else if (state == 4) begin  
        br_reset <= 0;  
        state <= 5;
    end 
    else if (state == 5) begin 
        state <= 6;
    end 
    else if (state == 6) begin  
        state <= 7;
        image_mem_addr <= xs[want];
        which_mem <= ys[want] >> 1;
        if (dones[want]) begin 
            state <= 6;
            want <= want + 1;
            if (want == 39) begin 
                state <= 10;
            end
        end
    end 
    else if (state == 7) begin  
        state <= 8;
    end 
    else if (state == 8) begin  
        state <= 9;
        enable_bs[want] <= 1;  
    end 
    else if (state == 9) begin  
        state <= 6;
        enable_bs[want] <= 0;  
        total_norms[want] <= total_norms[want] + 1;
        total_reductions[want] <= total_reductions[want] + reductions[want];
    end 
    else if (state == 10) begin  
        state <= 11;
        fpga_val <= 1;
        fpga_ack <= 0;
        fpga_data <= {total_norms[read_counter], total_reductions[read_counter]};
    end 
    else if (state == 11) begin 
        state <= 11;
        if (arm_ack) begin 
            state <= 12;
            fpga_val <= 0;
            fpga_ack <= 1;
        end 
    end 
    else if (state == 12) begin 
        state <= 12;
        if (~arm_ack) begin 
            state <= 13;
            fpga_ack <= 0;
        end
    end 
    else if (state == 13) begin 
        read_counter <= read_counter + 1;
        state <= 10;
        if (read_counter == 39) begin  
        debug_count[6] <= 1;
            state <= 14;
        end 
    end  
    else if (state == 14) begin  
        state <= 14;
        if (arm_val) begin 
            we <=  1;
            image_mem_writeout <= arm_data[19:0];
            image_mem_addr <= arm_data2[15:0];
            which_mem <= arm_data2[31:16];
            state <= 15;
            is_last <= arm_data[31];
            fpga_ack <= 1;
        end 
    end 
    else if (state == 15) begin 
        state <= 15;
        if (arm_ack) begin 
            state <= 16;
            fpga_ack <= 0;
        end
    end 
    else if (state == 16) begin 
        state <= 16;
        if (~arm_ack) begin 
            state <= 17;
        end
    end 
    else if (state == 17) begin 
        if ( is_last ) begin 
            debug_count[7] <= '1;
            fpga_val <= 0;
            fpga_ack <= 0;
            we <= 0;
            which_mem <= 0;
            state <= 0;
            read_index <= 0;
            group_first <= 1;
            want <= 0;
            hit <= 0;
            read_counter <= 0;
            for (rrr=0; rrr<40; rrr=rrr+1) begin 
                total_reductions[rrr] <= 0;
                total_norms[rrr] <= 0;
            end
        end 
        else begin 
            state <= 14;    
        end 
    end 
end 
endmodule
==> /design/flow/run.sh <==
#!/bin/bash
# OpenROAD 26Q1-2900-gdf79404cd8, Yosys 0.63+post, stock flow scripts
make -C /OpenROAD-flow-scripts/flow DESIGN_CONFIG=/design/flow/config.mk WORK_HOME=/design/flow/orfs finish
==> /design/flow/config.mk <==
export PLATFORM = sky130hd
export DESIGN_NAME = solvers
export DESIGN_NICKNAME = solvers
export VERILOG_FILES = /design/flow/design.v
export SDC_FILE = /design/flow/constraint.sdc
export NUM_CORES = 4
export LEC_CHECK = 1
export CORE_UTILIZATION = 40
==> /design/flow/constraint.sdc <==
current_design solvers

set clk_period 53.9
set clk_io_pct 0.2

create_clock -name clk0 -period $clk_period [get_ports {clk}]

set non_clock_inputs [all_inputs -no_clocks]
set_input_delay [expr $clk_period * $clk_io_pct] -clock clk0 $non_clock_inputs
set_output_delay [expr $clk_period * $clk_io_pct] -clock clk0 [all_outputs]
==> results_slide.txt <==
Run Summary

STA
  – Final slew viol count: 3
  – Slew HR: -0.268
  – Worst-margin pin slew: 1.85 ns
  – RSZ-0062 raised after global routing: false
  – Setup WS post-layout: 33.51 ns
  – Max Freq: 49.1 MHz
  – Hold Vio Cnt, Final: 0
  – # setup viols final: 0
  – Fin crit share: 0.378
  – Worst Skew: 0.150 ns
  – Period minus WS final: between 20 and 25 ns
  – Setup TNS: 0 ns

Die
  – IO Count: 195
  – Die X: 1030 um
  – Num rows: 378
  – Initial core utilization: 0.401
  – Die Area: 1070000 sq um
  – Die height: 1030 um
  – Core area: 1060000 sq um

CTS
  – Inserted Clock Buffers: 650
  – CTS tree: done
  – CTS hold repair buffers: 0
  – # clock sinks: 5424
  – Root buf cell: clkbuf_16
  – H-tree Lvls: 6
  – Clk Latency, worst-skew pair: 1.21 ns
  – Postcts setup bufs: 0
  – Clock transition at the registers of the reported paths: roughly 0.06 ns
  – # resized after CTS: 0
  – Clk buf depth: 5

Placement
  – Hpwl dp: 1300000 um
  – Place WS: 32.61 ns
  – IO buf count: 152
  – Placer congestion estimate: 1.09

Logic synthesis
  – Synth cell types: approximately 100
  – Chip Area, Yosys: 425000 sq um
  – Synth top area share: 0.368
  – Post-synthesis cell count: around 41000
  – Commonest cells post-synth: edfxtp_1 (5211), ha_1 (4456), nor2_1 (3938)
  – Yosys reg bits: 5424
  – Post-synth top flop: edfxtp_1
  – Synth Seq Share: 0.378
  – EDFF count, synth: 5211
  – Mapped Area: 425000 sq um
  – Cell with the most instances after synthesis: edfxtp_1
  – Synth area leader: edfxtp_1
  – Ys cells: 41200
  – Syn Area/Cell: 10.3 sq um
  – Yosys warnings: ~100
  – Fraction of registers with async set/reset: 0
  – Top cells, area: edfxtp_1 (37%), ha_1 (13%), mux4_2 (7.0%)

Hold path
  – Worst min path class: register to register

Global route
  – First-pass GRT wire length: 2410000 um
  – Largest net degree at the start of global routing: 87
  – Initial antenna violation count: 221
  – Grt total ovfl: 0
  – Gr usage total: 0.337
  – Number of global-route vias before repair: 325000

Critical path
  – Setup crit end kind: register
  – Critical path peak fanout: 41
  – Arr. time, crit path: 21.14 ns
  – Crit path max-delay cell type: nor2_1
  – CP dominant cell by count: a21o_1
  – WS Path Type: input pin to register
  – Critical path startpoint category: input pin
  – Slowest stage delay, CP: 0.58 ns
  – CP required: 54.65 ns

Power
  – Power Density: around 30 nW/um^2
  – Maximum vdd drop: 0.0396 mV
  – P_leak: 0.185 uW

Detailed routing
  – Vias: approximately 330k
  – Drt drc: 0
  – Wirelength, routed: between 1500000 and 2000000 um
  – Iteration-0 DRC Markers: about 25000
  – Routed Antenna Nets: 0
  – WL/cell: a little over 30 um
  – Detailed Routing Iterations Pass 1: 8
  – Vias per inst: about 5.8

Final layout
  – Util after Layout: 0.447
  – Fill count: 95400
  – Synth-to-layout area growth: 11.2%
  – Share of cells above drive strength 1: 0.109
  – Logic area: 251000 sq um
  – FF/Latch Area: 161000 sq um

Run
  – Tool Warnings: between 200 and 300
  – Maxcap violations: 0

Run status
  – Outcome: finished, violations left
  – Failing checks: slew limit
[kinds of logic after synthesis]
logic type               after synthesis  synth area share
flip-flops                          5424             0.378
adder cells (fa/ha/maj)             4778             0.146
AND-OR/OR-AND                       9603             0.138
AND/OR/NAND/NOR                     9935             0.107
other                                  2         0.0000177
buffers and inverters               4517            0.0405
XOR/XNOR                            4339            0.0898
multiplexers                        2589             0.101
[worst max-delay path, delay by kind of cell]
family                     cells  cell delay, ns
AOI/OAI and AO/OA             12            3.51
xor gates and xnor gates       2            0.59
adders and majority gates      4            1.35
buffers and inverters          8            2.19
muxes                          2            0.55
and+or+nand+nor                6            2.08
[state kept, by name, summed over array words and instances (netlist names), 81 cells and up, named ones only]
name and count:
imageMemGen.br.dx 480, imageMemGen.br.dy 480, imageMemGen.br.err 440, imageMemGen.br.state 81
imageMemGen.br.x 440, imageMemGen.br.y 440, total_norms 1024, total_reductions 1024
x1s 360, y1s 360
[path summary, 6_finish.rpt]
| kind | from | end | slack [ns] | cells after the start |
|---|---|---|---|---|
| setup reg to reg | imageMemGen[26].br.y[0]$_DFFE_PP_ | total_reductions[44][15]$_DFFE_PP_ | 43.15 | 32 |
| setup / recovery | image_mem_data[10] | total_reductions[44][15]$_DFFE_PP_ | 33.51 | 34 |
| hold reg to reg | imageMemGen[10].br.state[1]$_DFF_P_ | imageMemGen[10].br.done$_SDFF_PP0_ | 0.44 | 2 |
| hold / removal | imageMemGen[10].br.state[1]$_DFF_P_ | imageMemGen[10].br.done$_SDFF_PP0_ | 0.44 | 2 |
[final cells by class]
| class | count | area share |
|---|---|---|
| clock buffers | 778 | 0.0359 |
| diodes | 215 | 0.00114 |
| repair buffers | 1333 | 0.0221 |
| clock inverters | 405 | 0.00937 |
| inverters | 3019 | 0.0241 |
| well taps | 14100 | 0.0372 |
| multi-input cells | 31800 | 0.530 |
| flip-flops and latches | 5424 | 0.340 |
[through the flow]
stage               power, uW  hold WS [ns]  instance area [sq um]  instances
floorplan                8230         0.346                 427000      41700
global placement         9490         0.434                 451000      55600
detailed placement       9540         0.442                 451000      55600
CTS                     14100         0.432                 473000      56800
global route            14700         0.465                 473000      56800
finish                  14100         0.444                 473000      57000
[cells in the final DEF, fill, tap and decap left out, drive strengths merged, types with 455 or more instances in the layout]
cell    Yosys  routed
nand3     497     497
nand2    2689    2689
ha       4456    4456
xor2     1414    1414
buf       301    1218
inv      2991    3019
mux2      553     553
o21ai    2347    2347
mux4     1319    1319
mux2i     717     717
conb        2     526
edfxtp   5211    5211
clkbuf   1197     778
o21bai    855     855
xnor2    2910    2910
a21oi    3330    3330
nor2     3977    3977
nor3      455     455
a21o      745     745
[metal layers]
metal  track usage  routed length (um)
met1         0.411              624000
met2         0.473              732000
met3         0.190              238000
met4         0.200              131000
met5        0.0198                2730
[power by group]
| part | internal [uW] | switching, uW | total [uW] |
|---|---|---|---|
| clock network | 2620 | 1930 | 4540 |
| registers | 4910 | 178 | 5090 |
| logic | 1750 | 2700 | 4440 |
No activity file was given, so power comes from the tool's default toggle rates.
