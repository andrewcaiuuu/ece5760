`design/flow/config.mk`:
```
export PLATFORM = sky130hd
export DESIGN_NAME = iterator
export DESIGN_NICKNAME = iterator
export VERILOG_FILES = /design/flow/design.v
export SDC_FILE = /design/flow/constraint.sdc
export NUM_CORES = 4
export LEC_CHECK = 1
export CORE_UTILIZATION = 40
```
`design/flow/constraint.sdc`:
```
current_design iterator

set clk_period 87.8
set clk_io_pct 0.2

create_clock -name clk0 -period $clk_period [get_ports {clk}]

set non_clock_inputs [all_inputs -no_clocks]
set_input_delay [expr $clk_period * $clk_io_pct] -clock clk0 $non_clock_inputs
set_output_delay [expr $clk_period * $clk_io_pct] -clock clk0 [all_outputs]
```
`design/flow/design.v`:
```
module signed_mult (out, a, b);
	output 	signed  [26:0]	out;
	input 	signed	[26:0] 	a;
	input 	signed	[26:0] 	b;
	wire 	signed	[53:0]	mult_out;
	assign mult_out = a * b;
	assign out = {mult_out[53], mult_out[45:20]};
endmodule
module iterator(clk, rst, ci_init, 
cr_init, max_iterations, range,  handshake, 
iterations, done, all_done, cr_incr, ci_incr, 
cr_stop, cr_reset
);
    input clk;  
    input rst;
    input signed [26:0] ci_init;  
    input signed [26:0] cr_init;  
    input [31:0] max_iterations;
    input signed [31:0] range;  
    input handshake;
    input signed [26:0] cr_incr; 
    input signed [26:0] ci_incr;
    input signed [26:0] cr_stop;
    input signed [26:0] cr_reset;
    output [31:0] iterations;
    output done;  
    output all_done;  
    logic signed [26:0] next_ci, next_cr; 
    logic signed [31:0] cur_range;
    logic signed [9:0] counter_640;  
    logic c_all_done; 
    logic iterblock_rst;
    assign all_done = c_all_done;
    typedef enum {S_START, S_DO_CALC, S_WAIT_HANDSHAKE, S_INCREMENT, S_DONE} state_t;
    state_t state, next_state;
    always @(posedge clk) begin 
        if (rst) begin 
            state <= S_START;
            cur_range <= range;
            next_ci <= ci_init; 
            next_cr <= cr_init;
            counter_640 <= 10'd640;  
        end 
        else begin 
            state <= next_state;
            if (state == S_START) begin 
                iterblock_rst <= 1;
            end 
            else if (state == S_DO_CALC) begin 
                iterblock_rst <= 0;
            end 
            else if (state == S_INCREMENT) begin 
                iterblock_rst <= 1;
                cur_range <= cur_range - 1;  
                if ( counter_640 == 1 ) begin  
                    counter_640 <= 10'd640;
                    next_ci <= next_ci - ci_incr;  
                    next_cr <= cr_reset;  
                end
                else begin 
                    next_cr <= next_cr + cr_incr;  
                    counter_640 <= counter_640 - 1;  
                end 
            end 
        end 
    end
    always_comb begin 
        case (state)
            S_START: begin 
                next_state = S_START;
                if (~rst)
                    next_state = S_DO_CALC;
            end 
            S_DO_CALC: begin  
                next_state = S_DO_CALC;
                if (done)
                    next_state = S_WAIT_HANDSHAKE;
            end 
            S_WAIT_HANDSHAKE: begin  
                next_state = S_WAIT_HANDSHAKE;
                if (handshake)
                    next_state = S_INCREMENT;  
            end 
            S_INCREMENT: begin 
                if (cur_range > 1) 
                    next_state = S_DO_CALC;
                else
                    next_state = S_DONE;
            end 
            S_DONE: begin 
                next_state = S_DONE; 
                if (rst) 
                    next_state = S_START;  
            end 
            default: begin 
                next_state = S_START;
            end
        endcase 
    end 
    always_comb begin 
        case (state)
            S_START: begin 
                c_all_done = 0;
            end 
            S_DO_CALC: begin 
                c_all_done = 0;
            end 
            S_WAIT_HANDSHAKE: begin 
                c_all_done = 0;
            end
            S_INCREMENT: begin 
                c_all_done = 0;
            end 
            S_DONE: begin 
                c_all_done = 1;
            end 
            default: begin 
                c_all_done = 0;
            end
        endcase
    end 
    iterblock iterblock1
    (
    .clk(clk),  
    .rst(iterblock_rst),  
    .ci(next_ci),  
    .cr(next_cr),  
    .max_iterations(max_iterations),  
    .iterations(iterations),  
    .done(done)  
    );
endmodule 
module iterblock(clk, rst, ci, cr, max_iterations, iterations, done);
    input clk;
    input rst;
    input signed [26:0] ci;
    input signed [26:0] cr;
    input [31:0] max_iterations;
    output reg [31:0] iterations;
    output reg done;
    logic signed [26:0] temp_zi;
    logic signed [26:0] temp_zr;
    logic signed [26:0] zi;
    logic signed [26:0] zr;
    logic signed [26:0] temp_zi_2;
    logic signed [26:0] temp_zr_2;
    logic signed [26:0] zi_2;
    logic signed [26:0] zr_2;
    logic signed [26:0] zr_times_zi;
    assign zr = (temp_zr_2 - temp_zi_2) + cr;
    assign zi = ((zr_times_zi) << 1) + ci;
    always@(posedge clk) begin 
        if (rst) begin
            iterations <= 0;
            temp_zi <= 0;
            temp_zr <= 0;
            temp_zi_2 <= 0;
            temp_zr_2 <= 0;
            done <= 0;
        end
        else if ( ~done ) begin 
            if(iterations == max_iterations) begin
                done <= 1;
            end
            else begin
                iterations <= iterations + 1;
                if( (zi >= 27'sh1000000) || (zr >= 27'sh1000000) || (zi <= -27'sh1000000) || (zr <= -27'sh1000000)) begin
                    done <= 1;
                end
                else if ( (zi_2 + zr_2) > 32'sb0010000000000000000000000000 )begin
                    done <= 1;
                end
                else begin 
                    temp_zi <= zi;
                    temp_zr <= zr;
                    temp_zi_2 <= zi_2;
                    temp_zr_2 <= zr_2;
                end
            end
        end 
    end 
    signed_mult zr_zi_multiplier
    (
        .out(zr_times_zi),
        .a(temp_zi),
        .b(temp_zr)
    );
    signed_mult zi_squarer
    (
        .out(zi_2),
        .a(zi),
        .b(zi)
    );
    signed_mult zr_squarer
    (
        .out(zr_2),
        .a(zr),
        .b(zr)
    );
endmodule 
```
`design/flow/run.sh`:
```
#!/bin/bash
# OpenROAD 26Q1-2900-gdf79404cd8, Yosys 0.63+post, stock flow scripts
make -C /OpenROAD-flow-scripts/flow DESIGN_CONFIG=/design/flow/config.mk WORK_HOME=/design/flow/orfs finish
```
==> out/summary.txt <==
RSZ-0062 raised after global routing = false
Synth Area per Inst = 9.12 sq um
Clk_skew = 54.7 ps
Outcome = finished, final reports clean
Tmin final = 25490 ps
Syn. warnings = 2
Number of cells on the worst reg-to-reg path = 79
Hold_buf cts = 0
Max_slew headroom = 0.310
Netlist cell types = 77
Crit-path max cell delay = 840 ps
CTS Sinks = 243
Crit. Startpoint = iterblock1.temp_zi[12]
Setup-failing EPs final = 0
Synth-to-layout area growth = 8.31%
HP Start = state[2]
Top Layout Cells = 2453 x inv_1, 2097 x fa_1, 923 x nand2_1
Critical Path End Type = flip-flop
Vias = 61200
Hold worst-path end = state[2]
Worst-path fanout max = 55
Final worst slack = 62310 ps
Layer with the highest usage = met2
Core Box Area = 211000 sq um
Initial antenna violation count = 6
EDFF count, synth = 87
First-pass GRT wire length = 385000 microns
Crit share post-route = 0.290
Post-Route WL = 243000 microns
Final Hold Violation Tally = 0
Hold Path Class = flip-flop to flip-flop
R2r setup slk = 62310 ps
Synth top area share = 0.493
Htree depth = 1
Routed Antenna Nets = 0
Synth Cell Area = 85100 sq um
Die Ht = 463 microns
CTS tree = yes
Slew Limit Fails = 0
Pin count of the biggest net entering global routing = 125
RR Endpoint = iterblock1.temp_zi_2[16]
Buf/Inv on CP = 14
Post-Syn Instances = 9330
Post-synthesis cell count from yosys = 9330
Main area contributors = fa_1 49%, inv_1 11%, ha_1 9.1%
TNS Setup = 0 ps
Detailed-route wire length per cell = 19.8 microns
M3 GR Usage = 0.120
Place WS = 62560 ps
Critical-path top delay cell = dfxtp_1
Post-CTS sizing = 0
Initial Utilization = 0.404
IO Port Bufs = 235
Worst skew pair latency = 670 ps
YS chip area = 85100 sq um
Commonest flop = dfxtp_1
Share of layout cells above drive strength 1 = 0.0327
Ys async rst share = 0
TritonRoute pass-1 iters = 6
Reg-to-Reg Start = iterblock1.temp_zi[12]
Global route overflow = 0
Number of stages on the worst hold path = 2
Met2 Resource Use GR = 0.367
FMAX = 39.2 MHz
TritonCTS Buffers = 31
Chip area = 215000 sq um
# fillers = 19900
Total track usage = 0.251
CTS clk-pin slew, worst paths = 60 ps
Top logic cell by instance count in the layout = inv_1
Delay-heaviest family, CP = AND-OR/OR-AND gates
CTS root buffer = clkbuf_16
Startpoint types = flip-flop
Critical path required time = 88290 ps
Synth flops = 243
Initial DRC Count = 2989
Design area = 92200 sq um
Seq/Total Area, Yosys = 0.0674
Vias in the first global route = 66100
Die width = 463 microns
GR Util met1 = 0.345
Critical Path AT = 25980 ps
Vias per cell = 5.00
HPWL after DPL = 196000 microns
Clock buffer depth = 3
DP Area = 91200 sq um
Site row count = 168
Post-synth top area cell = fa_1
DRC violations left = 0
Postcts setup bufs = 0
Io pins = 263
GP Congestion = 0.971
Max capacitance violation total = 0
Tool warnings = 76
Worst Setup Path Type = flip-flop to flip-flop
Worst slew pin tran = 1030 ps
-- worst max path at each step --
stage / slack [ps] / cells after the start / end
6_report: 62310 / 79 / iterblock1.temp_zi_2[16]
5_1_grt: 60950 / 79 / iterblock1.temp_zi_2[10]
4_1_cts: 62460 / 75 / iterblock1.temp_zi_2[21]
-- kinds of logic after synthesis --
family	count (synthesis)	share of synthesized area
AND-OR/OR-AND	928	0.0671
buffers and inverters	2837	0.125
AND/OR/NAND/NOR	2277	0.122
adder cells (fa/ha/maj)	2713	0.584
flip-flops	243	0.0674
XOR/XNOR	301	0.0310
multiplexers	31	0.00392
-- area by class of cell --
class,count,area (sq um),area share
antenna,3,7.51,0.0000814
clock buffer,42,888,0.00963
clock inverter,15,149,0.00161
inverter,2473,9280,0.101
multi-input combinational,6250,68800,0.746
sequential,243,5740,0.0622
tap,2805,3510,0.0381
timing repair buffer,427,3800,0.0412
-- registers in the layout, indices dropped and copies added (netlist names), 5 cells and up --
name / flops
cur_range: 32
iterblock1.iterations: 32
iterblock1.temp_zi: 27
iterblock1.temp_zi_2: 27
iterblock1.temp_zr: 27
iterblock1.temp_zr_2: 27
next_ci: 27
next_cr: 27
counter_640: 10
state: 5
-- metal layers --
metal  part of all wire  wire length, microns
met3               0.12                 28900
met5            0.00014                    33
met4              0.042                 10300
met2               0.45                110000
met1               0.39                 93700
-- cells in the mapped netlist, drive strengths merged, types with 14 or more instances --
cell    instances
nor2          552
buf            27
and2          364
mux2           19
o21a           44
a21o           78
ha            616
clkbuf        337
nor2b          29
dfxtp         156
o21ai         271
xor2           94
a21oi         296
nand2b         28
xnor2         207
nor3           66
and3           27
nand4          37
o31ai          20
o21bai         17
fa           2097
clkinv         16
nor4           24
nand2         923
or4            14
or3            34
a311oi         18
o211ai         17
nand3         144
edfxtp         87
inv          2457
a211oi         35
a31oi          21
-- through the flow --
stage / hold WS (ps) / instances / utilization
2_1_floorplan: 413 / 9330 / -
3_3_place_gp: 455 / 12200 / 0.433
3_5_place_dp: 464 / 12200 / 0.433
4_1_cts: 473 / 12300 / 0.438
5_1_grt: 494 / 12300 / 0.438
6_report: 470 / 12300 / 0.438
-- worst register-to-register path: cells and delay by family, from the launching register on --
family / cells / cell delay [ps]
compound gates: 31 / 8740
xor+xnor: 4 / 1500
fa+ha+maj: 18 / 7820
buf+inv: 14 / 2100
flops: 1 / 840
simple gates: 12 / 4340
