**design.v**
```verilog
module integrator(out,funct,InitialOut,clk,reset);
	output signed [26:0] out; 		 
	input signed [26:0] funct;       
	input clk, reset;
	input signed [26:0] InitialOut;   
	wire signed	[26:0] out, v1new ;
	reg signed	[26:0] v1 ;
	always @ (posedge clk) 
	begin
		if (reset==0)  
			v1 <= InitialOut ;  
		else 
			v1 <= v1new ;	
	end
	assign v1new = v1 + funct ;
	assign out = v1 ;
endmodule
module odesolver( clk, reset,
initial_x, initial_y, initial_z,
 x_out, y_out, z_out, rho, beta, sigma
);
	input clk;
	input reset;
	input signed [26:0] initial_x;
	input signed [26:0] initial_y;
	input signed [26:0] initial_z;
	input signed [26:0] rho;
	input signed [26:0] beta;
	input signed [26:0] sigma;
	logic signed [26:0] sign_extend_sigma;
	assign sign_extend_sigma = sigma;
	output signed [26:0] x_out;
	output signed [26:0] y_out;
	output signed [26:0] z_out;
	logic signed [26:0] difference_1;
	logic signed [26:0] difference_2;
	logic signed [26:0] difference_3;
	logic signed [26:0] difference_4;
	logic signed [26:0] x_z_rho_multiplier_out;
	logic signed [26:0] x_y_multiplier_out;
	logic signed [26:0] beta_multiplier_out;
	logic signed [26:0] sigma_multiplier_out;
	assign difference_1 = y_out - x_out;
	assign difference_2 = rho - z_out;
	assign difference_3 = x_z_rho_multiplier_out - (y_out>>>8);
	assign difference_4 = x_y_multiplier_out - beta_multiplier_out;
	integrator xintegrator 
	(
		.out(x_out),
		.funct(sigma_multiplier_out),
		.InitialOut(initial_x),
		.clk(clk),
		.reset(reset)
	);
	integrator yintegrator
	(
		.out(y_out),
		.funct(difference_3),
		.InitialOut(initial_y),
		.clk(clk),
		.reset(reset)
	);
	integrator zintegrator 
	(
		.out(z_out),
		.funct(difference_4),
		.InitialOut(initial_z),
		.clk(clk),
		.reset(reset)
	);
	signed_mult sigma_multiplier
	(
		.out(sigma_multiplier_out),
		.a(sign_extend_sigma>>>8),
		.b(difference_1)
	);
	signed_mult x_z_rho_multiplier
	(
		.out(x_z_rho_multiplier_out),
		.a(difference_2),
		.b(x_out>>>8)
	);
	signed_mult beta_multiplier
	(
		.out(beta_multiplier_out),
		.a(beta>>>8),
		.b(z_out)
	);
	signed_mult x_y_multiplier
	(
		.out(x_y_multiplier_out),
		.a(x_out>>>8),
		.b(y_out)
	);
endmodule
module signed_mult (out, a, b);
	output 	signed  [26:0]	out;
	input 	signed	[26:0] 	a;
	input 	signed	[26:0] 	b;
	wire 	signed	[53:0]	mult_out;
	assign mult_out = a * b;
	assign out = {mult_out[53], mult_out[45:20]};
endmodule
```
**constraint.sdc**
```tcl
current_design odesolver

set clk_period 22.5
set clk_io_pct 0.2

create_clock -name clk0 -period $clk_period [get_ports {clk}]

set non_clock_inputs [all_inputs -no_clocks]
set_input_delay [expr $clk_period * $clk_io_pct] -clock clk0 $non_clock_inputs
set_output_delay [expr $clk_period * $clk_io_pct] -clock clk0 [all_outputs]
```
**run.sh**
```bash
#!/bin/bash
# OpenROAD 26Q1-2900-gdf79404cd8, Yosys 0.63+post, stock flow scripts
make -C /OpenROAD-flow-scripts/flow DESIGN_CONFIG=/design/flow/config.mk WORK_HOME=/design/flow/orfs finish
```
**config.mk**
```make
export PLATFORM = sky130hd
export DESIGN_NAME = odesolver
export DESIGN_NICKNAME = odesolver
export VERILOG_FILES = /design/flow/design.v
export SDC_FILE = /design/flow/constraint.sdc
export NUM_CORES = 4
export LEC_CHECK = 1
export CORE_UTILIZATION = 30
```
==> flow_metrics.py <==
# Auto-generated metrics
metrics = {
    "clock_tree": {
        "ctsHtreeMaxLevel": 3,
        "clock_sinks": 81,
        "cts_setup_buffers": 0,
        "ctsRootBufferMaster": "clkbuf_16",
        "cts-resized-gates": 0,
        "tritoncts_clock_tree": "built",
        "hold_buffers": 0,
        "path_clk_slew_ns": 0.11,
        "cts_made_buffers": 9,
        "max-clock-path-buffers": 2,
        "clock.latency.late_pin_ns": 0.46,
    },
    "sta": {
        "worstMarginPinSlew_ns": 0.900,
        "timing.clock.skew_ns": 0.0406,
        "max_slew_margin": 0.396,
        "final.setup.tns_ns": 0,
        "timing_hold_violations_final": 0,
        "timing.fmax_mhz": 59.7,
        "fin_worst_hold_slack_ns": 0.861,
        "setup_viol_count_final": 0,
        "min_period_over_period": 0.744,
        "final.min_clock_period_ns": 16.75,
        "finalMaxSlewViolations": 0,
        "rsz_0062_raised_after_global_routing": "no",
    },
    "status": {
        "status": "finished, final reports clean",
    },
    "setup_path": {
        "regToRegStartpoint": "xintegrator.v1[10]$_DFF_P_",
        "timing.rr.end": "xintegrator.v1[26]$_DFF_P_",
        "worst_r2r_path_depth": 42,
        "cpLargestDelayFamily": "adder cells",
        "timing_worst_setup_path_type": "in2reg",
        "worst_path_arrival_ns": 17.11,
        "worstSetupStartpointType": "primary input",
        "critical-path-slowest-cell": "a2111oi_2",
        "reg2reg_slack_ns": 9.39,
        "critPathMaxStageDelay_ns": 0.63,
        "timing.critical_path.buf_inv": 7,
        "crit_path_frequent_cell": "fa_1",
        "worst_setup_path_end_kind": "flop",
        "required_time_of_the_critical_path_ns": 22.86,
        "cp_max_fo": 19,
    },
    "run": {
        "stage_log_warnings": 59,
        "cap_viol_max_count": 0,
    },
    "die": {
        "core_um2": 265000,
        "rows": 189,
        "ports_placed_on_the_boundary": 245,
        "die_area_um2": 269000,
        "floorplan.initialDensity": 0.302,
        "die_h_um": 519,
        "die_width_um": 519,
    },
    "route": {
        "via_count": 57300,
        "firstDrtPassIters": 23,
        "drt-wirelength-per-cell_um": 18.4,
        "drcViolationCount": 0,
        "dr.first_iter.drc_count": 2286,
        "antenna_cells_inserted": 0,
        "via_per_inst": 4.60,
        "route.final.wire_length_um": 230000,
        "ant_nets": 0,
    },
    "global_routing": {
        "wire_length_of_the_first_global_routing_pass_um": 367000,
        "maximum_number_of_pins_on_one_net_before_global_route_repair": 49,
        "gr-total-overflow": 0,
        "first_global_vias": 62900,
        "grt_antenna_before_repair": 16,
        "global_route.usage.total": 0.188,
    },
    "logic_synthesis": {
        "yosysWarningCount": 1,
        "synth.largest_area_cell": "fa_1",
        "netlist_top_cells_count": "2,145 x inv_1, 2,071 x fa_1, 1,305 x nand2_1, 647 x ha_1, 572 x and2_1",
        "yosys_register_bits": 81,
        "ys_area_um2": 80000,
        "yosys_cells": 8858,
        "synth_top_cell_by_count": "inv_1",
        "synthCells": 8858,
        "netlist_area_um2": 80000,
        "synth-edff-count": 0,
        "top_cell_area_share": 0.518,
        "synth.lib_cells_used.distinct": 82,
        "avg_cell_area_syn_um2": 9.04,
        "most_frequently_used_flop_master_after_synthesis": "dfxtp_1",
        "post_synth_main_area_contributors": "fa_1 52%, ha_1 10%, inv_1 10%",
        "async_s_r_ff_share_synth": 0,
        "ys_seq_frac": 0.0203,
    },
    "min_path": {
        "min_delay_path_depth": 2,
        "worst_hold_path.endpoint": "xintegrator.v1[0]$_DFF_P_",
        "hold_path_origin": "xintegrator.v1[0]$_DFF_P_",
        "hold_path_class": "reg2reg",
    },
    "placement": {
        "io_buffer_count": 228,
        "postPlaceCellArea_um2": 86900,
        "routabilityCongestion": 0.919,
        "dp_cells": 12400,
        "place.detailed.hpwl_um": 186000,
    },
    "layout": {
        "final_design_area_no_fill_um2": 87300,
        "stdcell_count": 12500,
        "area_delta_synth_final_pct": 9.03,
        "drive_above_1_share": 0.0430,
        "nFillCells": 27500,
    },
}
layout make-up:
type,count,area (µm²),area share
clock buffers,11,233,0.00267
clock inverters,5,104,0.00119
flip-flops and latches,81,1650,0.0189
inverters,2153,8080,0.0926
repair buffers,439,3870,0.0443
well taps,3533,4420,0.0507
multi-input cells,6236,68900,0.790
layout by cell type (no fill, tap or decap), types with 80 or more instances in the layout:
cell / instances
and2_1: 572
a21oi_1: 166
a21o_1: 88
fa_1: 2071
nor2_1: 331
clkdlybuf4s50_1: 227
ha_1: 647
nand2_1: 1305
inv_1: 2144
nand3_1: 80
nand2b_1: 80
mux2_2: 83
buf_4: 211
xnor2_1: 163
per-layer routing:
metal | GRT usage | up-vias | wire, µm
li1 | - | 26100 | -
met1 | 0.238 | 28800 | 90000
met2 | 0.289 | 2128 | 104000
met3 | 0.109 | 233 | 31200
met4 | 0.0256 | 14 | 3940
met5 | 0.00480 | - | 243
worst register-to-register path: cells and delay by family, from the launching register on:
kind | cells | cell delay (ns)
AOI/OAI and AO/OA | 17 | 4.86
adders and majority gates | 10 | 4.43
buffers and inverters | 5 | 1.27
xor gates and xnor gates | 3 | 0.89
and+or+nand+nor | 7 | 0.84
DFF | 1 | 0.74
state kept, by name, summed over array words and instances, names as in the netlist:
signal and count:
yintegrator.v1 27, zintegrator.v1 27, xintegrator.v1 27
cells by family (layout without fill, tap and decap cells):
family	after synthesis	count (layout)	synth area share
adder cells (fa/ha/maj)	2718	2718	0.619
AND/OR/NAND/NOR	2577	2577	0.149
buffers and inverters	2541	2608	0.120
AND-OR/OR-AND	584	584	0.0495
XOR/XNOR	252	252	0.0282
multiplexers	105	105	0.0144
flip-flops	81	81	0.0203
worst max-delay path by stage:
stage / to / from / depth (start not counted)
finish: yintegrator.v1[26]$_DFF_P_ / rho[0] / 49
global route: yintegrator.v1[26]$_DFF_P_ / rho[1] / 50
CTS: yintegrator.v1[26]$_DFF_P_ / rho[0] / 49
through the flow:
step	worst slack (ns)	utilization
floorplan	7.33	-
global placement	5.29	0.328
detailed placement	5.22	0.328
CTS	5.73	0.329
global route	4.79	0.329
finish	5.75	0.329
