**run.sh**
```bash
#!/bin/bash
# OpenROAD 26Q1-2900-gdf79404cd8, Yosys 0.63+post, stock flow scripts
make -C /OpenROAD-flow-scripts/flow DESIGN_CONFIG=/design/flow/config.mk WORK_HOME=/design/flow/orfs finish
```
**config.mk**
```make
export PLATFORM = sky130hd
export DESIGN_NAME = mem_writer
export DESIGN_NICKNAME = mem_writer
export VERILOG_FILES = /design/flow/design.v
export SDC_FILE = /design/flow/constraint.sdc
export NUM_CORES = 4
export LEC_CHECK = 1
export CORE_AREA = 10 10 108 108
export DIE_AREA = 0 0 118 118
```
**constraint.sdc**
```tcl
current_design mem_writer

set clk_period 2.5
set clk_io_pct 0.2

create_clock -name clk0 -period $clk_period [get_ports {clk}]

set non_clock_inputs [all_inputs -no_clocks]
set_input_delay [expr $clk_period * $clk_io_pct] -clock clk0 $non_clock_inputs
set_output_delay [expr $clk_period * $clk_io_pct] -clock clk0 [all_outputs]
```
**design.v**
```verilog
module mem_writer(
    input clk,
    input [31:0] arm_data,
    input arm_val,
    input arm_ack,
    input reset,
    output logic fpga_ack,
    output signed [19:0] d,
    output logic [9:0] addr,
    output logic we,
    output logic [9:0] which_mem,
    output logic done,
    output logic [31:0] count  
);
logic is_last;
logic [3:0] state;
assign state_debug = state;
assign d = arm_data;
assign count = state;
always@(posedge clk) begin 
    if (reset) begin 
        done <= 0;
        fpga_ack <= 0;
        addr <= 0;
        which_mem <= 0;
        state <= 0;
    end
    else if (state == 0) begin 
        state <= 0;
        if (arm_val) begin  
            we <= 1;
            state <= 1;
            is_last <= arm_data[31];
            fpga_ack <= 1;  
        end 
    end 
    else if (state == 1) begin 
        state <= 1;  
        if (arm_ack) begin 
            state <= 2;  
            fpga_ack <= 0;  
        end 
    end 
    else if (state == 2) begin 
        state <= 2;  
        if ( ~arm_ack) begin 
            state <= 3;
        end 
    end 
    else if (state == 3) begin 
        addr <= addr + 1;
        if (addr == 479) begin 
            addr <= 0;
            which_mem <= which_mem + 1;
        end 
        if ( is_last ) begin 
            done <= 1;
            state <= 4;
        end 
        else begin 
            state <= 0;
        end
    end 
end
endmodule
```
==> results.txt <==
flow finished, numbers: clk sinks=26, placed cell count=~320, Chip Area, Yosys=around 0.0016 mm^2, Area leader share=0.316, initial antenna violation count=0, Hold Vio Cnt, Final=0, Tot Pwr=0.722 mW, Critical Path RT=around 2700 ps, total grt overflow=0, final core utilization=0.192, layout cells sized above 1=0.0524, Async S/R FF share, synth=0, Routability Congestion=0.746, height of the die=around 120 um, first-pass GRT wire length=between 5 and 6 mm, main flop type=dfxtp_1, CP peak stage delay=around 700 ps, Mapped Area=between 0.0015 and 0.002 mm^2, DRT Pass-1 Iters=4, number of diodes=0, FF+latch count, synth=26, worst min path class=reg -> reg, yosys cell count=around 190, Clk pin slew, worst setup/hold paths=90 ps, Commonest cells post-synth=51 x buf_4, 25 x dfxtp_1, 17 x nor2_1, 11 x a21oi_1, 8 x xnor2_1, pin count of the biggest net entering global routing=15, fmax=around 0.46 GHz, Worst Path Class, Setup=reg -> reg, post-route insts no fill=around 320, IO Count=roughly 110, setup tns final=0 ps, GRT Util Overall=0.0475, hold_buf cts=0, crit path cell chain=ha_1 > nand4_2 > or4_1 > or3_1 > a21oi_1, initial cell density of the core=0.171, number of CTS-inserted buffers=3, DRC=0, IO Port Bufs=29, clock buffer depth=2, drt wl/cell=~11 um, Layout area overhead=12.5%, minimum clock period=between 2000 and 2500 ps, core footprint=slightly above 0.009 mm^2, final wirelength=approximately 3.5 mm, Ys Warns=2, most frequent cell after synthesis=buf_4, worst-path fanout max=7, Worst Setup Start Kind=register, IR drop worst, VDD=between 0.2 and 0.25 mV, Distinct cells, synth=36, synthesized area per cell=between 8 and 9 um^2, Synth area leader=dfxtp_1, Resized cells post-CTS=0, Power per Cell Area=just over 400 mW/mm^2, worst rel slew slack=0.632, Routed Antenna Nets=0, kind of end point of the critical path=register, clk ins delay skew pair=270 ps, # setup viols final=0, sequential area share after synthesis=0.335, DR vias/cell=3.38, die x size=around 120 um, EDFF count, synth=1, DRT iter0 DRCs=around 80, CTS tree=built, H-tree lvl count=1, clock skew=5.95 ps, Die ar.=around 0.014 mm^2, Cell Rows=35, OpenROAD warning count=36, CTS root buf=clkbuf_8, status=finished, final reports clean, Worst-Margin Slew=approximately 550 ps, vias in the first global route=~1000, Final Max Slew Viols=0, leakage power=about 0.62 nW, Top area cell types=dfxtp_1 32%, buf_4 24%, xnor2_1 4.4%, Worst Path Arrival=~2400 ps, post-layout period usage of the worst path=0.867, Final HPWL DP=~2.8 mm, Post-Syn Instances=roughly 190, CP max stage cell=or4_1, Vias=~1100, Post-CTS Repair Setup Buffers=0, RSZ-0062 raised after global routing=false, # Max-Cap Violations=0
==> through the flow <==
stage,hold WS [ps],instance area (um^2),setup WS (ps)
global route,513,1780,176
floorplan,413,1690,598
CTS,481,1780,328
finish,477,1780,334
global placement,455,1740,386
detailed placement,464,1740,354
==> layout make-up <==
type                            instances  area [um^2]
Fill cell                            1076         7500
Multi-Input combinational cell        129          741
Sequential cell                        26          531
Timing Repair Buffer                   30          298
Tap cell                              129          161
Clock buffer                            4         45.0
Inverter                                2         7.51
==> worst paths after layout <==
path	startpoint	end	slack, ps	cells after the start
worst min register to register	done$_SDFFE_PP0P_	done$_SDFFE_PP0P_	480	2
worst max register to register	addr[0]$_SDFFE_PP0P_	which_mem[9]$_SDFFE_PP0P_	330	5
worst max-delay path	addr[0]$_SDFFE_PP0P_	which_mem[9]$_SDFFE_PP0P_	330	5
worst min-delay path	done$_SDFFE_PP0P_	done$_SDFFE_PP0P_	480	2
==> power breakdown <==
part	total (mW)	internal (mW)	switching, mW
combinational	0.0455	0.0252	0.0203
clock	0.244	0.114	0.130
sequential	0.432	0.423	0.00920
==> cells in the final DEF (no fill, tap or decap), types with 2 or more instances in the layout <==
cell / n
or2_2: 2
dfxtp_1: 25
a21oi_1: 11
nor2_1: 17
nand2_1: 6
xor2_1: 3
nand4bb_1: 2
o21ai_0: 7
xnor2_1: 8
nand3_1: 5
nor4_1: 3
nand4_1: 5
inv_1: 2
ha_1: 2
nand2b_1: 4
or4_1: 2
conb_1: 30
clkbuf_8: 3
or3_1: 6
nor3_1: 3
clkdlybuf4s50_1: 29
==> worst max-delay path, delay by kind of cell, from the launching register on <==
kind / cells / cell delay (ps)
flip-flops: 1 / 430
AND-OR/OR-AND: 1 / 140
adder cells (fa/ha/maj): 1 / 240
AND/OR/NAND/NOR: 3 / 1290
==> sequential cells by signal (all words and copies together), names as in the netlist <==
name and flops:
state 3, done 1, is_last 1, fpga_ack 1, addr 10, which_mem 10
==> cells by family after synthesis <==
group | synth area share
flip-flops | 0.335
AND-OR/OR-AND | 0.0821
adder cells (fa/ha/maj) | 0.0158
buffers and inverters | 0.264
AND/OR/NAND/NOR | 0.231
multiplexers | 0.00631
XOR/XNOR | 0.0608
other | 0.00474
==> metal layers <==
layer,routed length (um),global-route usage,up-vias
li1,-,-,560
met1,1620,0.0643,482
met2,1510,0.0689,38
met3,341,0.0248,2
met4,12,0.00232,0
met5,0,0,-
Power is estimated from default activity; no workload was simulated.
