**flow/config.mk**
```make
export PLATFORM = sky130hd
export DESIGN_NAME = init_values_LUT
export DESIGN_NICKNAME = init_values_LUT
export VERILOG_FILES = /design/flow/design.v
export SDC_FILE = /design/flow/constraint.sdc
export NUM_CORES = 4
export LEC_CHECK = 1
export CORE_AREA = 10 10 70 70
export DIE_AREA = 0 0 80 80
```
**flow/constraint.sdc**
```tcl
current_design init_values_LUT

set clk_period 1.5
set clk_io_pct 0.2

create_clock -name clk0 -period $clk_period

set non_clock_inputs [all_inputs -no_clocks]
set_input_delay [expr $clk_period * $clk_io_pct] -clock clk0 $non_clock_inputs
set_output_delay [expr $clk_period * $clk_io_pct] -clock clk0 [all_outputs]
```
**flow/design.v**
```verilog
module init_values_LUT (
    output reg [17:0] node_value_out,
    input wire [4:0] address
);
reg [17:0] node_values [0:29];
initial
begin
    node_values[0] = 18'h00000;
    node_values[1] = 18'h00924;
    node_values[2] = 18'h01249;
    node_values[3] = 18'h01B6D;
    node_values[4] = 18'h02492;
    node_values[5] = 18'h02DB6;
    node_values[6] = 18'h036DB;
    node_values[7] = 18'h04000;
    node_values[8] = 18'h04924;
    node_values[9] = 18'h05249;
    node_values[10] = 18'h05B6D;
    node_values[11] = 18'h06492;
    node_values[12] = 18'h06DB6;
    node_values[13] = 18'h076DB;
    node_values[14] = 18'h08000;
    node_values[15] = 18'h08000;
    node_values[16] = 18'h076DB;
    node_values[17] = 18'h06DB6;
    node_values[18] = 18'h06492;
    node_values[19] = 18'h05B6D;
    node_values[20] = 18'h05249;
    node_values[21] = 18'h04924;
    node_values[22] = 18'h04000;
    node_values[23] = 18'h036DB;
    node_values[24] = 18'h02DB6;
    node_values[25] = 18'h02492;
    node_values[26] = 18'h01B6D;
    node_values[27] = 18'h01249;
    node_values[28] = 18'h00924;
    node_values[29] = 18'h00000;
end
always @(address)
begin
    if (address < 30)
        node_value_out = node_values[address];
    else
        node_value_out = 18'h00000;
end
endmodule
```
**flow/run.sh**
```bash
#!/bin/bash
# OpenROAD 26Q1-2900-gdf79404cd8, Yosys 0.63+post, stock flow scripts
make -C /OpenROAD-flow-scripts/flow DESIGN_CONFIG=/design/flow/config.mk WORK_HOME=/design/flow/orfs finish
```
==> results.cfg <==
; yosys + openroad results
[outcome]
status = finished, violations left
violations = setup timing

[synth]
ys_types = 24
ys_top_logic_family = buffers and inverters
ys_seq_share_pct = 0
top_area_cell = buf_4
synthAoiAreaFrac_pct = 21.59
synthDominantCellAreaShare_pct = 24.76
ys_area_um2 = 394.1
syn_avg_cell_area_um2 = 8.386
top_cell = buf_4
xor_share_pct = 2.222
simple_gate_area_share_pct = 15.24
top_cells_by_area = buf_4 25%, ha_1 16%, buf_6 8.6%
mux_area_share_pct = 8.889
yosys_cells = 47
ys_sh_adder_pct = 15.87
syn-cell-area_um2 = 394.1
common_cells = 13 x buf_4, 5 x ha_1, 3 x buf_6
yosys_warnings = 1
synthCells = 47

[routing]
via_count = 407
drtIter0Drc = 3
drt-total-wl_mm = 1.302
drc = 0
route.antenna.remaining_nets = 0
first_pass_iters = 2
n_antenna_cell = 0
wire_per_inst_um = 11.03
via_per_inst = 3.449

[place]
dp_hpwl_um = 885.5
dp_cells = 106
place_area_um2 = 605.6
portBuffers = 21
gp_congestion = 0.7458
pre_cts_ws_ns = -0.8841

[layout]
fill_cells = 371
stdcell_count = 118
syn_to_final_growth_pct = 88.57
logic_area_um2 = 351.6
seq_cells = 0
fin_util_pct = 21.76
regArea_um2 = 0
final_area_um2 = 743.2
clock_buffers = 0
drive_above_1_share_pct = 73.61

[global_route]
grt_pass1_vias = 410
grt_usage_pct = 3.533
overflow = 0
grt_max_degree = 8
grt_pass1_wl_mm = 1.911
antenna_found_initial = 0

[final_timing]
finalCriticalPeriod_ns = 1.701
drv_slew = 0
fmax_mhz = 587.9
finalCritPeriodShare_pct = 113.4
worst_slack_ns = -0.2008
fin_hold_ws_ns = 1.055
rsz0062_at_grt = true
hold_viol = 0
final-setup-viol-count = 15
tns_ns = -1.881

[critical_path]
cp_slowest_stage_delay_ns = 0.26
cp.required_ns = 1.20
path_delay_family = buffers and inverters
path_buffers = 4
cp.arrival_ns = 1.40
crit_type = in2out
start_kind = primary input
path_cells = buf_8 -> buf_6 -> ha_4 -> mux2_4 -> nand3b_1 -> o221ai_2 -> buf_4 -> buf_2
cp_max_fo = 4
endpoint_kind = output pin
worst_path_max_delay_cell = mux2_4

[pwr]
p_leak_nw = 0.3479
power_density_nw_per_um2 = 290.2
peakVddDrop_uv = 156.4
power_mw = 0.2157

[run]
drv_cap = 0
warnings = 38

[floorplan]
core_um2 = 3416
die-area_um2 = 6400
num_rows = 21
fp_util_pct = 11.54
io_pins = 23
chipWidth_um = 80
die_y_um = 80

[hold_path]
hold_class = in2out

[clock_network]
hold_buffers = 0
==> kinds of logic after synthesis <==
group           Yosys count
compound gates            9
buf+inv                  18
fa+ha+maj                 5
other cells               1
mux                       3
xor+xnor                  1
simple gates             10
==> final timing paths <==
check	depth (start not counted)	end	slack, ns	from
worst max-delay path	8	node_value_out[12]	-0.20	address[1]
worst min-delay path	4	node_value_out[9]	1.05	address[4]
==> metal layers <==
layer	vias up	global-route usage, %	share of wire, %
li1	199	-	-
met1	188	5.274	46
met2	20	4.815	40
met3	0	1.477	14
met4	0	0	0
met5	-	0	0
==> power breakdown <==
| part | internal (mW) | switching [mW] | total [mW] | leakage [nW] |
|---|---|---|---|---|
| sequential | 0 | 0 | 0 | 0 |
| combinational | 0.132 | 0.0837 | 0.216 | 0.348 |
| clock | 0 | 0 | 0 | 0 |
==> cell usage in the layout, fill, tap and decap left out, drive strengths merged, types with 2 or more instances in the layout <==
master | Yosys | routed
conb | 1 | 2
nand3 | 2 | 2
inv | 2 | 2
ha | 5 | 5
mux2i | 2 | 2
a22o | 2 | 2
nand2b | 2 | 2
buf | 16 | 36
==> tightest hold or removal path: stages <==
cell,delay (ns)
clkbuf_2,0.13
nand2b_4,0.09
o221ai_2,0.11
buf_2,0.12
==> what timing repair did <==
action | in CTS | in global routing
gates cloned | 0 | 0
resized | 83 | 9
pin swaps | 7 | 6
setup buffers | 10 | 2
endpoints found under the setup margin | 16 | 15
==> layout make-up <==
type | count | share of cell area (%)
inverter | 2 | 2.694
timing repair buffer | 40 | 42.26
tap | 46 | 7.744
multi-input combinational | 30 | 47.31
No activity file was given, so power comes from the tool's default toggle rates.
