## design/flow/config.mk

```make
export PLATFORM = sky130hd
export DESIGN_NAME = mem_reader
export DESIGN_NICKNAME = mem_reader
export VERILOG_FILES = /design/flow/design.v
export SDC_FILE = /design/flow/constraint.sdc
export NUM_CORES = 4
export LEC_CHECK = 1
export CORE_AREA = 10 10 98 98
export DIE_AREA = 0 0 108 108
```

## design/flow/constraint.sdc

```tcl
current_design mem_reader

set clk_period 4.7
set clk_io_pct 0.2

create_clock -name clk0 -period $clk_period [get_ports {clk}]

set non_clock_inputs [all_inputs -no_clocks]
set_input_delay [expr $clk_period * $clk_io_pct] -clock clk0 $non_clock_inputs
set_output_delay [expr $clk_period * $clk_io_pct] -clock clk0 [all_outputs]
```

## design/flow/design.v

```verilog
module mem_reader(  
    input clk,
    input arm_ack,
    input [19:0] image_mem_data,
    input reset,
    output logic fpga_val,
    output logic fpga_ack,
    output logic [31:0] fpga_data,
    output logic [9:0] addr,
    output logic [9:0] which_mem,
    output logic done,
    output logic [31:0] count  
);
assign fpga_data = image_mem_data;
logic [3:0] state;
assign count = state;
always@(posedge clk) begin 
    if (reset) begin 
        addr <= 0;
        which_mem <= 0;
        state <= 0;
        fpga_val <= 0;
        fpga_ack <= 0;
        done <= 0;
    end 
    else if (state == 0) begin  
        state <= 1;
    end 
    else if (state == 1) begin 
        state <= 2;
        fpga_val <= 1;
    end 
    else if (state == 2) begin  
        state <= 2;
        if (arm_ack) begin  
            state <= 3;
            fpga_val <= 0;  
            fpga_ack <= 1;
        end
    end 
    else if (state == 3) begin  
        state <= 3;
        if(~arm_ack) begin  
            state <= 4;
            fpga_ack <= 0;
        end 
    end 
    else if (state == 4) begin 
        addr <= addr + 1;
        state <= 0;
        if (addr == 479) begin 
            addr <= 0;
            which_mem <= which_mem + 1;
            if (which_mem == 239) begin 
                done <= 1;
                state <= 5;
            end 
        end
    end 
end 
endmodule
```

## design/flow/run.sh

```bash
#!/bin/bash
# OpenROAD 26Q1-2900-gdf79404cd8, Yosys 0.63+post, stock flow scripts
make -C /OpenROAD-flow-scripts/flow DESIGN_CONFIG=/design/flow/config.mk WORK_HOME=/design/flow/orfs finish
```

==> impl_metrics.toml <==
# implementation run metrics
[critical_path]
rr_endpoint = "which_mem[6]"
worstPathMaxFanout = 20
reg2reg_slack_ns = 2.28
endpoint_kind = "flip-flop"
timing.rr.start = "state[2]"
required_ns = 4.89
ff2ff_path_depth = 4
crit_type = "flip-flop to flip-flop"
critPathLaunchType = "flip-flop"
arrival_ns = 2.61

[sta]
finalCritPeriodShare_pct = 51.5
min_period_ns = 2.42
whs_ns = 0.452
tightest_slew_ns = 0.667
setup_tns_ns = 0
clock_skew_ns = 0.00499
timing.fmax_mhz = 413
setup_viol = 0
max_slew_margin_pct = 55.4
rsz0062_at_grt = "no"
final.setup.worst_slack_ns = 2.28
hold_viol = 0
slew_violations = 0

[yosys]
synth_async_sr_flop_share_pct = 0
yosys.area_share.adder_pct = 1.51
ff_type = "dfxtp_1"
ys_ff = 26
synth_top_area_share_pct = 31.4
post-synth-top-area-cell = "dfxtp_1"
mux_share_pct = 0.604
ys_cells = 203
ys_sh_simple_pct = 20.2
syn_area_um2 = 1660
top_logic_kind = "buffers and inverters"
ys_sh_aoi_pct = 9.52
ys_area_um2 = 1660
syn_avg_cell_area_um2 = 8.16
edf_count = 0
ys_sh_xor_pct = 5.29
area_leaders = "dfxtp_1 (31%), buf_4 (28%), a21oi_1 (3.9%)"
syn_inst = 203
ys_seq_share_pct = 31.4
yosys_warnings = 1
synth.distinct_cells = 32

[worst_hold_path]
hold_start = "done"
min_delay_path_depth = 2
min_delay_worst_endpoint = "done"
hold_class = "flip-flop to flip-flop"

[clock_network]
root_buffer = "clkbuf_8"
htreeDepth = 1
numClockSinks = 26
ctsResizeCount = 0
cts_tree = "built"
clockBufferDepth = 2
cts_setup_buffers = 0
cts_buffers = 3
clk_pin_slew_ns = 0.08
cts_hold_buf = 0
clk_latency_ns = 0.26

[power]
peakVddDrop_mv = 0.0962
power_density_nw_per_um2 = 214
power_leakage_nw = 0.609

[route]
final_antenna_net_count = 0
routed_wl_um = 3410
met3_length_um = 326
drt_pass1_iterations = 4
drt-met1-wl_um = 1560
dr_total_vias = 1204
wl_met2_um = 1480
n_antenna_cell = 0
drc = 0
highest_layer = "met4"
vias_per_cell = 3.90
post_drt_wl_per_cell_um = 11.0
first_iter_violations = 57

[placed_design]
pre_cts_ws_ns = 2.30
portBuffers = 28
dpl_cell_area_um2 = 1720
place.gp.congestion = 0.744
dp_hpwl_um = 2720

[outcome]
run_status = "finished clean"

[floorplanning]
dieHeight_um = 108
core_um2 = 7650
fp_util_pct = 21.7
rows = 32
ios = 110
die-area_um2 = 11700
fp.dieW_um = 108

[global_routing]
grt_overflow_total = 0
grt_max_degree = 21
grt_util_all_layers_pct = 5.15
grt_pass1_wl_um = 5110
grt_pass1_vias = 1092
antenna_found_initial = 0

[layout]
final_area_um2 = 1760
lay_top_count = "conb_1"
layout-drive-gt1-share_pct = 2.42
final_layout_top_logic_cells = "conb_1 (41), clkdlybuf4s50_1 (28), dfxtp_1 (26), nor2_1 (17), a21oi_1 (13)"
area_delta_synth_final_pct = 6.27

[run]
warning_count = 25
max-cap-violations = 0
## how the worst max path moves through the flow
| stage | startpoint | to | slack [ns] | depth (start not counted) |
|---|---|---|---|---|
| CTS | state[2] | which_mem[6] | 2.28 | 4 |
| global route | state[2] | which_mem[6] | 2.16 | 4 |
| finish | state[2] | which_mem[6] | 2.28 | 4 |
## cell usage after synthesis, types with 4 or more instances
cell and count:
o21ai_0 5, o31ai_1 4, a21oi_1 13, clkbuf_1 4, nor3_1 5, inv_1 6
dfxtp_1 26, or3_1 6, xnor2_1 7, a211oi_1 4, or4_1 4, buf_4 61
nand2_1 10, nor2_1 17, nand3_1 6
## layout make-up
class / instances / area [um2]
fill: 841 / 5890
multi-input combinational: 144 / 768
sequential: 26 / 520
timing repair buffer: 28 / 280
tap: 102 / 128
clock buffer: 3 / 41.3
inverter: 6 / 22.5
## critical path, cell delays in order, from the launching register on
cell and delay (ns):
dfxtp_1 0.45, or3b_1 0.52, or4_4 0.69, or4_1 0.54, a21oi_1 0.15
## state kept, by name (all words and copies together), names as in the netlist
signal / count
fpga_ack: 1
addr: 10
fpga_val: 1
which_mem: 10
state: 3
done: 1
## kinds of logic (layout without fill, tap and decap cells)
family / count (synthesis) / count (layout)
AND-OR/OR-AND: 27 / 27
XOR/XNOR: 10 / 10
adder cells (fa/ha/maj): 2 / 2
buffers and inverters: 73 / 37
flip-flops: 26 / 26
multiplexers: 1 / 1
other: 1 / 41
AND/OR/NAND/NOR: 63 / 63
## per-stage QoR
step                      utilization [%]  total power, W  cells
after global placement               22.5        0.000266    306
final                                23.0        0.000377    309
after detailed placement             22.5        0.000265    306
after floorplan                         -        0.000283    243
after CTS                            23.0        0.000384    309
after global routing                 23.0        0.000397    309
## layer usage
metal,global-route usage (%),up-vias
li1,-,595
met1,7.05,549
met2,7.84,56
met3,1.87,4
met4,0.668,0
met5,0,-
## power breakdown
group	leakage (nW)	switching (W)	total, W	internal (W)
clock	0.0216	0.0000613	0.000118	0.0000572
sequential	0.210	0.00000645	0.000231	0.000225
combinational	0.377	0.0000127	0.0000276	0.0000149
total	0.609	0.0000804	0.000377	0.000297
Power figures rest on the tool's default switching activity, not on a simulated workload.
